==> /design/flow/run.sh <==
#!/bin/bash
# OpenROAD 26Q1-2900-gdf79404cd8, Yosys 0.63+post, stock flow scripts
make -C /OpenROAD-flow-scripts/flow DESIGN_CONFIG=/design/flow/config.mk WORK_HOME=/design/flow/orfs finish
==> /design/flow/config.mk <==
export PLATFORM = sky130hd
export DESIGN_NAME = Design4
export DESIGN_NICKNAME = Design4
export VERILOG_FILES = /design/flow/design.v
export SDC_FILE = /design/flow/constraint.sdc
export NUM_CORES = 4
export LEC_CHECK = 1
export CORE_UTILIZATION = 30
==> /design/flow/constraint.sdc <==
current_design Design4

set clk_period 6.0
set clk_io_pct 0.2

create_clock -name clk0 -period $clk_period [get_ports {CLK}]

set non_clock_inputs [all_inputs -no_clocks]
set_input_delay [expr $clk_period * $clk_io_pct] -clock clk0 $non_clock_inputs
set_output_delay [expr $clk_period * $clk_io_pct] -clock clk0 [all_outputs]
==> /design/flow/design.v <==
module Design4(SIG, SYNC, SEQ, CLK, M0, M1, G0);
output reg SYNC;
output reg SIG;
output reg SEQ;
input CLK, M0, M1, G0;
reg [3:0] SIX = 0110;
reg [3:0] NINE = 1001;
reg [3:0] TEN = 1010;
reg [3:0] FIFTEEN = 1111;
integer counter = 0;
integer flag = 0;
reg M0_capture;
reg M1_capture;
always @(posedge CLK)begin
if(counter == 3) M0_capture <= M0; M1_capture <= M1;
if(G0 == 1'b1)begin
flag = 1;
end else if(G0 == 1'b0) SIG = 1'b0;
	if(flag == 1)begin
	if(M0_capture == 0 && M1_capture == 0)begin
				case (counter)
					0:	SIG <= NINE[counter];
					1:	SIG <= NINE[counter];
					2:	SIG <= NINE[counter];
					3:	SIG <= NINE[counter];
					default: SIG = 0;
				endcase
					if(counter == 0)begin
						SYNC = 1'b1;
					end else if(counter > 0 )begin
						SYNC = 1'b0;
					end
					counter <= counter + 1;
					if(counter == 3)begin
						counter <= 0;
						flag = 0;
					end
		end else if(M0_capture == 0 && M1_capture == 1)begin
				case (counter)
					0:	SIG <= 1'b0;
					1:	SIG <= 1'b1;
					2:	SIG <= 1'b1;
					3:	SIG <= 1'b0;
					default: SIG = 0;
				endcase
					if(counter == 0)begin
						SYNC = 1'b1;
					end else if(counter > 0 )begin
						SYNC = 1'b0;
					end
					counter <= counter + 1;
					if(counter == 3)begin
						counter <= 0;
						flag = 0;
					end
		end else if(M0_capture == 1 && M1_capture == 0)begin
				case (counter)
					0:	SIG <= 1'b1;
					1:	SIG <= 1'b0;
					2:	SIG <= 1'b1;
					3:	SIG <= 1'b0;
					default: SIG = 0;
				endcase
						if(counter == 0)begin
						SYNC = 1'b1;
					end else if(counter > 0 )begin
						SYNC = 1'b0;
					end
					counter <= counter + 1;
					if(counter == 3)begin
						counter <= 0;
						flag = 0;
					end
		end else if(M0_capture == 1 && M1_capture == 1)begin
				case (counter)
					0:	SIG <= 1'b1;
					1:	SIG <= 1'b1;
					2:	SIG <= 1'b1;
					3:	SIG <= 1'b1;
					default: SIG = 0;
				endcase
						if(counter == 0)begin
						SYNC = 1'b1;
					end else if(counter > 0 )begin
						SYNC = 1'b0;
					end
					counter <= counter + 1;
					if(counter == 3)begin
						counter <= 0;
						flag = 0;
					end
		end
	end
end
integer seq_counter = 0;
reg [3:0] seq_match = 0110;
reg[3:0] seq_test = 0000;
integer seq_flag = 0;
integer seq_detect = 0;
always @(posedge CLK)begin  
	SEQ = 1'b0;
	if(SYNC == 1'b1)begin
		seq_flag = 1;  
	end
		if(seq_flag == 1)begin
			case(seq_counter)
				0: seq_test[0] <= SIG;
				1: seq_test[1] <= SIG;
				2: seq_test[2] <= SIG;
				3: seq_test[3] <= SIG;
			endcase
			seq_counter <= seq_counter + 1;
			if(seq_counter == 3)begin
				seq_flag = 0;
				seq_counter <= 0;
				if(seq_test[0] == 0)begin
					if(seq_test[1] == 1)begin
						if(seq_test[2] == 1)begin
							if(seq_test[3] == 0)begin
								SEQ = 1'b1;
							end else if(seq_test[3] != 0)SEQ = 1'b0;  
						end
					end
				end	
			end
		end
	end
endmodule
==> reports/metrics.csv <==
stage,metric,value,unit
run_status,outcome,"finished, final reports clean",
flow_run,tool warnings,31,
timing,Pins Over Slew Limit,0,
logic_synthesis,yosys xor share,0.0940,
logic_synthesis,Most used DFF post-synth,edfxtp_1,
floorplanning,Core ar.,18000,µm²
cts,CTS resizes,0,
floorplanning,Die X,137,µm
routing,DRT Wirelength,8360,µm
hold_path,Hold Crit Start,seq_test[3]$_DFFE_PN_,
timing,final setup fails,0,
setup_path,worst reg2reg path depth,6,
hold_path,Min-Delay Endpoint,SEQ$_SDFF_PP0_,
setup_path,WP buf/inv,1,
setup_path,CP Launch Type,flop,
floorplanning,Die Ht,137,µm
cts,CTS tree,built,
setup_path,max incr delay on CP,0.52,ns
timing,crit share post-route,0.427,
cts,H-Tree Depth,4,
logic_synthesis,chip area in the Yosys report,5500,µm²
hold_path,Hold WC Path Type,flop to flop,
power,worst vdd ir,0.000277,V
floorplanning,FP Core Util,0.306,
place,GPL Wtd Cong,0.790,
logic_synthesis,Synth async-reset ratio,0,
timing,final hold violation count,0,
cts,clk slew on worst S/H paths,0.06,ns
setup_path,flop-to-flop setup slack,3.68,ns
setup_path,reg2reg start,counter[0]$_SDFFCE_PN0P_,
logic_synthesis,Post-synth EDFFs,70,
floorplanning,io pins,7,
place,port bufs,6,
logic_synthesis,Avg Inst Size Synth,12.0,µm²
grt,largest net degree at the start of global routing,37,
logic_synthesis,Post-synth regs,137,
logic_synthesis,sequential element share of the synthesized area,0.626,
floorplanning,row cnt,49,
routing,detailed-route via count,3287,
grt,Overflow after GRT,0,
cells_and_area,FILL cells,1679,
timing,Max Clk Rate,391,MHz
grt,first-pass GRT wire length,14700,µm
setup_path,Critical Path Sink Type,output port,
logic_synthesis,Yosys warning count,1,
logic_synthesis,Syn Inst Count,459,
setup_path,Worst EP arrival,1.36,ns
grt,vias in the first global route,3205,
setup_path,crit path DRT,4.80,ns
routing,DRT Pass-1 Iters,4,
timing,Final Critical Period,2.56,ns
logic_synthesis,Complex Gates by Area,0.0134,
timing,RSZ-0062 raised after global routing,no,
setup_path,CP Cell Sequence,clkdlybuf4s50_1,
timing,Worst slew margin,0.677,
flow_run,Max-cap violations,0,
logic_synthesis,largest family of logic cells by area,simple AND/OR/NAND/NOR gates,
setup_path,slowest CP cell,clkdlybuf4s50_1,
cts,CTS hold repair buffers,0,
logic_synthesis,Mapped Area,5500,µm²
power,Tot Pwr,2460,µW
grt,Tot GR Track Use,0.0999,
cts,"Clk Latency, worst-skew pair",0.41,ns
cts,"Setup Fix Bufs, Post-CTS",0,
setup_path,cell class contributing the biggest share of worst-path delay,buffers and inverters,
hold_path,Hold Crit Depth,1,
routing,Avg Vias per Cell,4.55,
power,Power Dens Cells,383,nW/µm²
logic_synthesis,yosys cell count,459,
setup_path,CP Max Fanout,5,
cts,TritonCTS sink count,137,
power,Pleak,0.00240,µW
cts,Max clock buf depth,2,
timing,final clock skew,0.00567,ns
cells_and_area,share of cells above drive strength 1,0.0852,
floorplanning,Die Area,18900,µm²
logic_synthesis,and+or+nand+nor area frac,0.231,
timing,Setup TNS,0,ns
routing,WL per Instance,11.6,µm
setup_path,CP Class,flop to output port,
setup_path,R2R Path End,counter[24]$_SDFFCE_PN0P_,
cells_and_area,Area Growth Syn to Fin,16.8,%
logic_synthesis,adder share,0.0182,
logic_synthesis,Multiplexer share,0.00364,
setup_path,critical path depth,1,
routing,DRC viols,0,
routing,detailed router's first-iteration violation count,174,
routing,antenna cells,0,
cts,TritonCTS buffer count,17,
timing,Worst-Margin Slew,0.481,ns
cts,CTS root buffer,clkbuf_16,
place,HPWL after detailed placement,5230,µm
routing,ANT nets after route,0,
logic_synthesis,Synth cell types,36,
grt,antenna violations before repair,0,
==> cells in the final DEF (no fill, tap or decap), types with 9 or more instances in the layout <==
cell and count:
inv_1 10, nand2_1 30, clkbuf_16 18, xnor2_1 43
nor2b_1 63, nor2_1 29, nor4_1 29, nand4_1 21
xor2_1 16, nand3_1 22, dfxtp_1 67, and3_1 9
edfxtp_1 70
==> layout make-up <==
type | instances | area (µm²) | area share
clock inverters | 11 | 85.1 | 0.0133
clock buffers | 21 | 492 | 0.0766
flip-flops and latches | 137 | 3440 | 0.536
multi-input cells | 304 | 1990 | 0.309
well taps | 229 | 287 | 0.0446
inverters | 10 | 37.5 | 0.00585
repair buffers | 10 | 90.1 | 0.0140
==> routing by layer <==
layer	track usage	part of all wire
met4	0.0134	0.014
met1	0.155	0.52
met3	0.0342	0.052
met2	0.143	0.42
met5	0	0
==> state kept, by name, summed over array words and instances, names as in the netlist <==
name,count
counter,32
flag,32
seq_counter,32
seq_flag,32
seq_test,4
M0_capture,1
M1_capture,1
SEQ,1
SIG,1
SYNC,1
==> metrics by stage <==
step	area [µm²]	hold slack, ns	cells	setup WS (ns)	utilization
detailed placement	5840	0.403	690	3.08	0.325
global route	6420	0.432	722	3.34	0.357
floorplan	5500	0.389	459	2.97	-
global placement	5840	0.396	690	3.11	0.325
finish	6420	0.407	722	3.44	0.357
CTS	6420	0.411	722	3.40	0.357
==> synth_stat cells (2+ instances only) <==
cell type   n  area share
a21oi_1     2      0.0018
and2_1      2      0.0023
and3_1      9       0.010
and4_1      6      0.0096
clkbuf_1    7      0.0048
dfxtp_1    67        0.24
edfxtp_1   70        0.38
ha_1        8       0.018
inv_1      10      0.0068
mux2i_1     2      0.0036
nand2_1    30       0.020
nand3_1    22       0.020
nand4_1    21       0.024
nor2_1     29       0.020
nor2b_1    63       0.072
nor3_1      2      0.0018
nor4_1     29       0.033
nor4b_1     2      0.0032
o21ai_0     2      0.0018
o21bai_1    2      0.0027
or3_1       2      0.0023
xnor2_1    43       0.069
xor2_1     16       0.025
==> worst max-delay path by stage <==
stage            from  slack (ns)   to
6_report  SIG$_DFF_P_        3.44  SIG
5_1_grt   SIG$_DFF_P_        3.34  SIG
4_1_cts   SIG$_DFF_P_        3.40  SIG
==> power by group <==
part           total, µW  switching, µW  internal, µW
registers           1280            143          1140
logic                201           91.4           109
clock network        982            391           591
==> logic make-up (layout without fill, tap and decap cells) <==
kind of cell	Yosys count	after routing
muxes	2	2
xor gates and xnor gates	59	59
and+or+nand+nor	224	224
buffers and inverters	18	52
adders and majority gates	8	8
DFF	137	137
AOI/OAI and AO/OA	11	11
Power is estimated from default activity; no workload was simulated.
